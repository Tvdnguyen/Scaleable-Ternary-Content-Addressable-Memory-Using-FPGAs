`flow/run.sh`:
```
#!/bin/bash
# OpenROAD 26Q1-2900-gdf79404cd8, Yosys 0.63+post, stock flow scripts
make -C /OpenROAD-flow-scripts/flow DESIGN_CONFIG=/design/flow/config.mk WORK_HOME=/design/flow/orfs finish
```
`flow/config.mk`:
```
export PLATFORM = sky130hd
export DESIGN_NAME = Serial_to_Parallel
export DESIGN_NICKNAME = Serial_to_Parallel
export VERILOG_FILES = /design/flow/design.v
export SDC_FILE = /design/flow/constraint.sdc
export NUM_CORES = 4
export LEC_CHECK = 1
export CORE_AREA = 10 10 70 70
export DIE_AREA = 0 0 80 80
```
`flow/constraint.sdc`:
```
current_design Serial_to_Parallel

set clk_period 1.0
set clk_io_pct 0.2

create_clock -name clk0 -period $clk_period [get_ports {clk}]

set non_clock_inputs [all_inputs -no_clocks]
set_input_delay [expr $clk_period * $clk_io_pct] -clock clk0 $non_clock_inputs
set_output_delay [expr $clk_period * $clk_io_pct] -clock clk0 [all_outputs]
```
`flow/design.v`:
```
module Serial_to_Parallel (
		clk,
		rst, 
		i_Serial,
		o_Parallel
	);
	parameter N = 10;
	input clk;
	input rst; 
	input 			i_Serial;
	output 	[N-1:0] o_Parallel;
	reg [N-1:0] Data_Out;
	always @(posedge clk or posedge rst)	 
	begin
		if 	  (rst == 1)  	Data_Out <= 0;
		else 				Data_Out <= {i_Serial, Data_Out[N-1:1]};
	end 
	assign o_Parallel = Data_Out;
endmodule
```
==> impl_metrics.toml <==
# yosys + openroad results
[status]
status = "complete, no violations"

[global_route]
antenna_found_initial = 0
grt_use_total_pct = 1.91
overflow = 0
grt_pass1_vias = 178
grt_pass1_wl_um = 876
grt_max_degree = 11

[logic_synthesis]
syn_area_um2 = 254
yosys_area_um2 = 254
synth_flops = 10
yosys.stat.seqShare_pct = 98.5
yosys_warnings = 1
yosysUniqueCellTypes = 2
postSynthCellCount = 11
syn_area_per_cell_um2 = 23.1
yosysCellCount = 11

[detailed_routing]
antenna_left = 0
vias = 154
initialDrtViolationCount = 0
vias_per_cell = 2.03
routed_wl_um = 538
detail_route.wl_per_cell_um = 7.08
dr.pass1.iters = 1
diodes = 0
drc = 0

[die]
coreArea_um2 = 3420
fp.dieW_um = 80
die_area_um2 = 6400
fp_util_pct = 7.44
io_pins = 13
die_h_um = 80
rows = 21

[placement]
port-buffer-count = 12
placedCellCount = 70
place.gp.congestion = 0.693

[timing]
max_freq_mhz = 1060
skew_ps = 0.122
report.final.slew_viol_count = 0
rsz0062_at_grt = "true"
whs_ps = 228
tns_ps = 0
relSlewSlack_pct = 75.6
finalCritPeriodShare_pct = 94.2
worst_slew_pin_slew_ps = 365
finalSetupViolations = 0
fin_crit_ps = 942
final_hold_viol_count = 0

[cts]
clock_tree.root_cell = "clkbuf_4"
clock_tree.buffer_depth = 2
insertion_delay_ps = 250
holdBufCountCts = 0
cts_tree = "yes"
numCtsBuffers = 3
clk_pin_slew_worst_paths_ps = 50
clock-sinks = 10
htree_levels = 1

[min_path]
min_path_type = "primary input to async pin"

[power_and_ir_drop]
ir_drop_mv = 0.762
p_per_area_nw_per_um2 = 1660
finalPower_w = 0.000722
leakage_nw = 0.202

[run]
tool_warnings = 27
maxCapViolations = 0

[final_layout]
num-multi-input-gates = 0
layout_top_cell = "dfrtp_1"
fillerInstances = 399
top_register = "Data_Out"
largest_reg_flops = 10
area_growth_pct = 70.9
fin_util_pct = 12.7
layout_top_cells = "10 x dfrtp_1, 8 x buf_2, 4 x buf_4"
final_cell_count_no_fill = 76
drive_above_1_share_pct = 56.7
logic_area_um2 = 0
reg_top3 = "Data_Out: 10 flops"

[critical_path]
crit_chain = "buf_2"
cp-start-kind = "flip-flop"
cp.required_ps = 800
cp_max_fo = 2
slowest_delay_ps = 380
path_buffers = 1
critical_path_arrival_ps = 740
slowest_stage = "dfrtp_1"
crit_family = "flip-flops"
end_kind = "primary output"
worstSetupPathType = "flip-flop to primary output"
-- cell type report --
cell class | instances | area, um^2 | area share [%]
clock buffers | 3 | 22.5 | 5.19
well taps | 46 | 57.6 | 13.3
flip-flops and latches | 10 | 250 | 57.6
repair buffers | 16 | 100 | 23.1
inverters | 1 | 3.75 | 0.865
-- repair_timing --
action                     CTS  global route
buffers inserted             3             0
gates resized               28             2
setup endpoints to repair   10             3
-- worst paths after layout --
| kind | start | endpoint | slack (ps) | depth (start not counted) |
|---|---|---|---|---|
| worst min-delay path | rst | Data_Out[2] | 230 | 2 |
| worst min register to register | Data_Out[6] | Data_Out[5] | 370 | 0 |
| min in group clk0 | Data_Out[6] | Data_Out[5] | 370 | 0 |
| max in group asynchronous | rst | Data_Out[9] | 510 | 2 |
| worst max-delay path | Data_Out[9] | o_Parallel[9] | 60 | 1 |
| worst max register to register | Data_Out[3] | Data_Out[2] | 400 | 1 |
-- cells in the mapped netlist --
cell type,instances,share of area (%)
inv_1,1,1.5
dfrtp_1,10,99
-- stage by stage --
step	instance area [um^2]	setup slack, ps
floorplan	254	470
global placement	439	-33.0
detailed placement	439	-10.1
CTS	444	-38.2
global route	434	-5.57
finish	434	58.3
-- report_power, final --
part	internal, W	total (W)	leakage (nW)	switching [W]
clock network	0.000137	0.000245	0.0138	0.000108
logic	0.0000293	0.0000436	0.0722	0.0000143
registers	0.000426	0.000434	0.117	0.00000859
total	0.000592	0.000722	0.202	0.000130
-- routing by layer --
layer | wire (um) | part of all wire, % | global-route usage (%)
met3 | 184 | 34 | 3.52
met1 | 221 | 41 | 1.97
met2 | 132 | 25 | 1.61
met4 | 0 | 0 | 0.352
met5 | 0 | 0 | 0
-- cell families (layout without fill, tap and decap cells) --
kind of cell / after synthesis / in the layout / share of synthesized area, %
flip-flops: 10 / 10 / 98.5
buffers and inverters: 1 / 20 / 1.48
Power figures rest on the tool's default switching activity, not on a simulated workload.
